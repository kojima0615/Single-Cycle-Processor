File: flow/config.mk
export PLATFORM = sky130hd
export DESIGN_NAME = ID_EX
export DESIGN_NICKNAME = ID_EX
export VERILOG_FILES = /design/flow/design.v
export SDC_FILE = /design/flow/constraint.sdc
export NUM_CORES = 4
export LEC_CHECK = 1
export CORE_AREA = 10 10 174 174
export DIE_AREA = 0 0 184 184
File: flow/constraint.sdc
current_design ID_EX

set clk_period 1.0
set clk_io_pct 0.2

create_clock -name clk0 -period $clk_period [get_ports {clk}]

set non_clock_inputs [all_inputs -no_clocks]
set_input_delay [expr $clk_period * $clk_io_pct] -clock clk0 $non_clock_inputs
set_output_delay [expr $clk_period * $clk_io_pct] -clock clk0 [all_outputs]
File: flow/design.v
`timescale 1ns / 1ps
module ID_EX(clk, rst, ID_RegDst, ID_Branch, ID_MemRead, ID_MemtoReg, ID_ALUOp0, ID_ALUOp1, ID_MemWrite, ID_ALUSrc, ID_RegWrite,
EX_RegDst,EX_Branch,EX_MemRead,EX_MemtoReg,EX_ALUOp0,EX_ALUOp1,EX_MemWrite,EX_ALUSrc,EX_RegWrite,
ID_read_data1,ID_read_data2,ID_extend_order,ID_pc4,ID_order,EX_read_data1,EX_read_data2,EX_extend_order,EX_pc4,EX_order);
input clk,rst,ID_RegDst,ID_Branch,ID_MemRead,ID_MemtoReg,ID_ALUOp0,ID_ALUOp1,ID_MemWrite,ID_ALUSrc,ID_RegWrite;
output reg EX_RegDst,EX_Branch,EX_MemRead,EX_MemtoReg,EX_ALUOp0,EX_ALUOp1,EX_MemWrite,EX_ALUSrc,EX_RegWrite;
input [31:0]ID_read_data1,ID_read_data2,ID_extend_order,ID_pc4,ID_order;
output reg [31:0]EX_read_data1,EX_read_data2,EX_extend_order,EX_pc4,EX_order;
    always @(posedge clk)begin
        EX_RegDst<=(rst==1'b0)?0:ID_RegDst;
        EX_Branch<=(rst==1'b0)?0:ID_Branch;
        EX_MemRead<=(rst==1'b0)?0:ID_MemRead;
        EX_MemtoReg<=(rst==1'b0)?0:ID_MemtoReg;
        EX_ALUOp0<=(rst==1'b0)?0:ID_ALUOp0;
        EX_ALUOp1<=(rst==1'b0)?0:ID_ALUOp1;
        EX_MemWrite<=(rst==1'b0)?0:ID_MemWrite;
        EX_ALUSrc<=(rst==1'b0)?0:ID_ALUSrc;
        EX_RegWrite<=(rst==1'b0)?0:ID_RegWrite;
        EX_read_data1<=(rst==1'b0)?0:ID_read_data1;
        EX_read_data2<=(rst==1'b0)?0:ID_read_data2;
        EX_extend_order<=(rst==1'b0)?0:ID_extend_order;
        EX_pc4<=(rst==1'b0)?0:ID_pc4;
        EX_order<=(rst==1'b0)?0:ID_order;
    end
endmodule
File: flow/run.sh
#!/bin/bash
# OpenROAD 26Q1-2900-gdf79404cd8, Yosys 0.63+post, stock flow scripts
make -C /OpenROAD-flow-scripts/flow DESIGN_CONFIG=/design/flow/config.mk WORK_HOME=/design/flow/orfs finish
==> run summary <==
Results of the implementation run.

The switching share of power came out at 20.7%. The critical path in this run is classified as register to output port. The number of rows in the core area came out at 59. After floorplanning, the die was sized to cover 33900 um^2. According to the I/O placement log, the pin count is approximately 340.

The global-route wire length before repair came out at ~24000 um. The wire-length estimate of the detail-placed layout is between 10000 and 15000 um. From the final report, the count of setup violators was given as between 150 and 200. Setup repair after global routing could not meet its margin everywhere.

Based on the critical path, the design can be clocked at up to around 0.91 GHz. For this run, the slowest stage of the critical path takes between 0.3 and 0.4 ns. The post-synthesis chip area from yosys came out at ~4600 um^2.

The cell type group with the largest total delay on the critical path is flip-flops. The flow measured a signed area growth from synthesis to layout of 77.7%. The fraction of final layout cells with drive strength greater than 1 came out at about a third.

The overall power came out at about 16 mW. The number of I/O port buffers came out at about 340. The cell-internal power came out at roughly 12 mW.

The synthesized netlist cell count is roughly 360. The portion of total power attributed to sequential cells came out at between 40% and 50%. Per STA, the worst path is made up of buf_6. The maximum net fanout on the critical path came out at 1.

The final antenna diode count is 0. The required time at the worst-slack endpoint came out at about 0.80 ns. The final timing report derives a shortest allowable period of approximately 1.1 ns. Per the layout report, the design carries 2745 filler cells. The pin count of the biggest net entering global routing is just under 80. The number of maximum-capacitance violations recorded for the run is 0. The share of the clock period used by the worst path is 110%.

The number of flip-flops and latches in the synthesized netlist is about 170. TritonCTS built the clock tree. The count of pins over their slew limit is 0. The flow reports that the clock network draws 45.5% of the design power. The number of routed nets with antenna violations is 0. The number of design-rule violations left by the first detailed-router iteration is about 45. The post-CTS hold buffer count recorded in the log is 0.

Measured along the x axis, the die boundary spans around 180 um. In this run the deepest clock path goes through 2 buffers. The average vias per placed instance came out at around 3.4. The root buffer cell chosen for the clock tree is sky130_fd_sc_hd__clkbuf_16. The via count of the first global-routing pass is between 3000 and 4000. The count of vias placed by the detailed router came out at around 3500. The total detailed-routing wirelength is ~17000 um.

The initial antenna violation count came out at 0. The floorplan-stage core utilization came out at roughly 18%. The checks that failed: setup timing. The area of the core came out at roughly 26000 um^2.

Per the post-place timing report, worst setup slack is -0.215 ns. The measured slew at the worst slew-check pin came out at roughly 0.25 ns. The vertical die dimension came out at 184 um.

The worst setup path is launched from a register. The Yosys warning count came out at 1. The residual overflow from global routing came out at 0. The warning total across the stage logs came out at 27. Summed over all cells, the static leakage comes to approximately 3.7 nW. The combinational group share of total power came out at around 8.5%. The run finished, with violations left. The number of distinct standard cells referenced by the synthesized netlist is 6.

The switching power total is 3.24 mW. The synthesized area divided by synthesized cell count is approximately 13 um^2. The post-synthesis cell count from yosys is ~360. The first-pass detailed-route iteration total is 2.

The number of setup buffers added after CTS is 0. The most critical min-delay path falls under input port to register. The combined buffer and inverter count along the critical path is 1. The power density relative to cell area is approximately 1900 nW/um^2. The nature of the critical path endpoint is an output port.

The number of clock buffers inserted by TritonCTS came out at 17. The slowest stage of the critical path belongs to the cell sky130_fd_sc_hd__dfxtp_4. The final critical-path setup slack is -0.100 ns. The final hold violation count is 0. The routed wirelength normalized by instance count is about 16 um. The sequential share of the synthesized area came out at between 70% and 80%.

The synthesized cell area is roughly 4600 um^2. The critical path arrival came out at approximately 0.9 ns. The worst slew margin relative to its limit came out at 83.7%. The worst supply voltage drop on vdd came out at slightly above 0.9 mV. The final weighted congestion of routability-driven global placement is between 0.7 and 0.8. The clock-pin slew reported for the worst setup and hold paths after clock tree synthesis is 0.07 ns.

The total global-route track usage is under 10%. The number of levels the H-tree was split into came out at 4. CTS saw approximately 170 sinks. The post-detailed-route DRC marker count is 0.
## state kept, by name, indices dropped and copies added (netlist names), 32 cells and up
| signal | count |
|---|---|
| EX_extend_order | 32 |
| EX_order | 32 |
| EX_pc4 | 32 |
| EX_read_data1 | 32 |
| EX_read_data2 | 32 |
## timing repair
item	in CTS	in global routing
gates resized	565	23
gates cloned	0	0
setup endpoints to repair	169	169
## area by class of cell
type | instances | area [um^2] | share of cell area [%]
clock buffers | 19 | 443 | 5.41
clock inverters | 12 | 189 | 2.31
flip-flops and latches | 169 | 3420 | 41.8
multi-input cells | 169 | 1060 | 12.9
repair buffers | 343 | 2650 | 32.4
well taps | 335 | 419 | 5.12
## synth_stat cells (all sizes together)
library cell	number	area [um^2]
clkbuf	2	8.75
dfxtp	169	3380
buf	16	155
and2	169	1060
## logic make-up (layout without fill, tap and decap cells)
logic type    count (synthesis)  after routing  share of synthesized area, %
buf+inv                      18            374                          3.56
simple gates                169            169                          23.0
flops                       169            169                          73.5
## metal layers
layer | part of all wire, % | wire [um] | vias to the layer above | track usage [%]
li1 | - | - | 1752 | -
met1 | 37 | 6220 | 1564 | 10.8
met2 | 46 | 7610 | 223 | 15.4
met3 | 16 | 2640 | 6 | 6.11
met5 | 0 | 0 | - | 0
met4 | 0.83 | 138 | 0 | 0.852
## path summary, 6_finish.rpt
check / from / endpoint / depth (start not counted)
setup / recovery: EX_read_data2[18] / EX_read_data2[18] / 1
hold / removal: rst / EX_extend_order[6] / 3
## per-stage QoR
stage	instances	instance area [um^2]	utilization (%)	setup TNS, ns	hold WS, ns
2_1_floorplan	356	4600	-	0	0.322
3_3_place_gp	1016	8310	31.6	-0.454	0.733
3_5_place_dp	1016	8310	31.6	-0.439	0.737
4_1_cts	1047	8130	30.9	-7.69	0.284
5_1_grt	1047	8180	31.1	-11.44	0.292
6_report	1047	8180	31.1	-2.76	0.288
## placed cells by master, fill, tap and decap left out
cell	n
sky130_fd_sc_hd__and2_1	169
sky130_fd_sc_hd__clkdlybuf4s50_1	169
sky130_fd_sc_hd__buf_2	161
sky130_fd_sc_hd__dfxtp_1	140
sky130_fd_sc_hd__dfxtp_2	28
sky130_fd_sc_hd__clkbuf_16	17
sky130_fd_sc_hd__buf_6	8
sky130_fd_sc_hd__bufinv_16	4
sky130_fd_sc_hd__clkinvlp_4	3
sky130_fd_sc_hd__inv_6	3
sky130_fd_sc_hd__buf_4	3
sky130_fd_sc_hd__buf_12	2
sky130_fd_sc_hd__dfxtp_4	1
sky130_fd_sc_hd__clkbuf_8	1
sky130_fd_sc_hd__clkinv_4	1
sky130_fd_sc_hd__inv_8	1
sky130_fd_sc_hd__clkbuf_1	1
## power by group through the flow
stage	clock, mW	combinational, mW	sequential [mW]
5_1_grt	7.71	1.48	7.21
6_report	7.11	1.33	7.18
4_1_cts	7.39	1.37	7.17
Power and IR drop assume default switching activity.
